## /design/flow/design.v

```verilog
module decode (datain, dispin, dataout, dispout, code_err, disp_err) ;
  input [9:0]   datain ;
  input		dispin ;
  output [8:0]	dataout ;
  output	dispout ;
  output	code_err ;
  output	disp_err ;
  wire ai = datain[0] ;
  wire bi = datain[1] ;
  wire ci = datain[2] ;
  wire di = datain[3] ;
  wire ei = datain[4] ;
  wire ii = datain[5] ;
  wire fi = datain[6] ;
  wire gi = datain[7] ;
  wire hi = datain[8] ;
  wire ji = datain[9] ;
  wire aeqb = (ai & bi) | (!ai & !bi) ;
  wire ceqd = (ci & di) | (!ci & !di) ;
  wire p22 = (ai & bi & !ci & !di) |
	     (ci & di & !ai & !bi) |
	     ( !aeqb & !ceqd) ;
  wire p13 = ( !aeqb & !ci & !di) |
	     ( !ceqd & !ai & !bi) ;
  wire p31 = ( !aeqb & ci & di) |
	     ( !ceqd & ai & bi) ;
  wire p40 = ai & bi & ci & di ;
  wire p04 = !ai & !bi & !ci & !di ;
  wire disp6a = p31 | (p22 & dispin) ;  
   wire disp6a2 = p31 & dispin ;   
   wire disp6a0 = p13 & ! dispin ;  
  wire disp6b = (((ei & ii & ! disp6a0) | (disp6a & (ei | ii)) | disp6a2 |
		  (ei & ii & di)) & (ei | ii | di)) ;
  wire p22bceeqi = p22 & bi & ci & (ei == ii) ;
  wire p22bncneeqi = p22 & !bi & !ci & (ei == ii) ;
  wire p13in = p13 & !ii ;
  wire p31i = p31 & ii ;
  wire p13dei = p13 & di & ei & ii ;
  wire p22aceeqi = p22 & ai & ci & (ei == ii) ;
  wire p22ancneeqi = p22 & !ai & !ci & (ei == ii) ;
  wire p13en = p13 & !ei ;
  wire anbnenin = !ai & !bi & !ei & !ii ;
  wire abei = ai & bi & ei & ii ;
  wire cdei = ci & di & ei & ii ;
  wire cndnenin = !ci & !di & !ei & !ii ;
  wire p22enin = p22 & !ei & !ii ;
  wire p22ei = p22 & ei & ii ;
  wire p31dnenin = p31 & !di & !ei & !ii ;
  wire p31e = p31 & ei ;
  wire compa = p22bncneeqi | p31i | p13dei | p22ancneeqi |
		p13en | abei | cndnenin ;
  wire compb = p22bceeqi | p31i | p13dei | p22aceeqi |
		p13en | abei | cndnenin ;
  wire compc = p22bceeqi | p31i | p13dei | p22ancneeqi |
		p13en | anbnenin | cndnenin ;
  wire compd = p22bncneeqi | p31i | p13dei | p22aceeqi |
		p13en | abei | cndnenin ;
  wire compe = p22bncneeqi | p13in | p13dei | p22ancneeqi |
		p13en | anbnenin | cndnenin ;
  wire ao = ai ^ compa ;
  wire bo = bi ^ compb ;
  wire co = ci ^ compc ;
  wire d_o = di ^ compd ;
  wire eo = ei ^ compe ;
  wire feqg = (fi & gi) | (!fi & !gi) ;
  wire heqj = (hi & ji) | (!hi & !ji) ;
  wire fghj22 = (fi & gi & !hi & !ji) |
		(!fi & !gi & hi & ji) |
		( !feqg & !heqj) ;
  wire fghjp13 = ( !feqg & !hi & !ji) |
		 ( !heqj & !fi & !gi) ;
  wire fghjp31 = ( (!feqg) & hi & ji) |
		 ( !heqj & fi & gi) ;
  wire dispout = (fghjp31 | (disp6b & fghj22) | (hi & ji)) & (hi | ji) ;
  wire ko = ( (ci & di & ei & ii) | ( !ci & !di & !ei & !ii) |
		(p13 & !ei & ii & gi & hi & ji) |
		(p31 & ei & !ii & !gi & !hi & !ji)) ;
  wire alt7 =   (fi & !gi & !hi &  
		 ((dispin & ci & di & !ei & !ii) | ko |
		  (dispin & !ci & di & !ei & !ii))) |
		(!fi & gi & hi &  
		 (( !dispin & !ci & !di & ei & ii) | ko |
		  ( !dispin & ci & !di & ei & ii))) ;
  wire k28 = (ci & di & ei & ii) | ! (ci | di | ei | ii) ;
  wire k28p = ! (ci | di | ei | ii) ;
  wire fo = (ji & !fi & (hi | !gi | k28p)) |
	    (fi & !ji & (!hi | gi | !k28p)) |
	    (k28p & gi & hi) |
	    (!k28p & !gi & !hi) ;
  wire go = (ji & !fi & (hi | !gi | !k28p)) |
	    (fi & !ji & (!hi | gi |k28p)) |
	    (!k28p & gi & hi) |
	    (k28p & !gi & !hi) ;
  wire ho = ((ji ^ hi) & ! ((!fi & gi & !hi & ji & !k28p) | (!fi & gi & hi & !ji & k28p) |
			    (fi & !gi & !hi & ji & !k28p) | (fi & !gi & hi & !ji & k28p))) |
	    (!fi & gi & hi & ji) | (fi & !gi & !hi & !ji) ;
  wire disp6p = (p31 & (ei | ii)) | (p22 & ei & ii) ;
  wire disp6n = (p13 & ! (ei & ii)) | (p22 & !ei & !ii) ;
  wire disp4p = fghjp31 ;
  wire disp4n = fghjp13 ;
  assign code_err = p40 | p04 | (fi & gi & hi & ji) | (!fi & !gi & !hi & !ji) |
		    (p13 & !ei & !ii) | (p31 & ei & ii) |
		    (ei & ii & fi & gi & hi) | (!ei & !ii & !fi & !gi & !hi) |
		    (ei & !ii & gi & hi & ji) | (!ei & ii & !gi & !hi & !ji) |
		    (!p31 & ei & !ii & !gi & !hi & !ji) |
		    (!p13 & !ei & ii & gi & hi & ji) |
		    (((ei & ii & !gi & !hi & !ji) |
		      (!ei & !ii & gi & hi & ji)) &
		     ! ((ci & di & ei) | (!ci & !di & !ei))) |
		    (disp6p & disp4p) | (disp6n & disp4n) |
		    (ai & bi & ci & !ei & !ii & ((!fi & !gi) | fghjp13)) |
		    (!ai & !bi & !ci & ei & ii & ((fi & gi) | fghjp31)) |
		    (fi & gi & !hi & !ji & disp6p) |
		    (!fi & !gi & hi & ji & disp6n) |
		    (ci & di & ei & ii & !fi & !gi & !hi) |
		    (!ci & !di & !ei & !ii & fi & gi & hi) ;
  assign dataout = {ko, ho, go, fo, eo, d_o, co, bo, ao} ;
   assign disp_err = ((dispin & disp6p) | (disp6n & !dispin) |
		      (dispin & !disp6n & fi & gi) |
		      (dispin & ai & bi & ci) |
		      (dispin & !disp6n & disp4p) |
		      (!dispin & !disp6p & !fi & !gi) |
		      (!dispin & !ai & !bi & !ci) |
		      (!dispin & !disp6p & disp4n) |
		      (disp6p & disp4p) | (disp6n & disp4n)) ;
endmodule
```

## /design/flow/run.sh

```bash
#!/bin/bash
# OpenROAD 26Q1-2900-gdf79404cd8, Yosys 0.63+post, stock flow scripts
make -C /OpenROAD-flow-scripts/flow DESIGN_CONFIG=/design/flow/config.mk WORK_HOME=/design/flow/orfs finish
```

## /design/flow/config.mk

```make
export PLATFORM = sky130hd
export DESIGN_NAME = decode
export DESIGN_NICKNAME = decode
export VERILOG_FILES = /design/flow/design.v
export SDC_FILE = /design/flow/constraint.sdc
export NUM_CORES = 4
export LEC_CHECK = 1
export CORE_AREA = 10 10 95 95
export DIE_AREA = 0 0 105 105
```

## /design/flow/constraint.sdc

```tcl
current_design decode

set clk_period 3.5
set clk_io_pct 0.2

create_clock -name clk0 -period $clk_period

set non_clock_inputs [all_inputs -no_clocks]
set_input_delay [expr $clk_period * $clk_io_pct] -clock clk0 $non_clock_inputs
set_output_delay [expr $clk_period * $clk_io_pct] -clock clk0 [all_outputs]
```

==> flow_metrics.py <==
# Physical implementation metrics
metrics = {
    "yosys": {
        "synth_area_um2": 1080,
        "yosysTopAreaCell": "ha_1",
        "ys_seq_share_pct": 0,
        "ys_area_um2": 1080,
        "yosysWarningCount": 0,
        "syn_inst": 164,
        "ys_cells": 164,
        "netlist.area_leader.share_pct": 16.3,
        "top_cells_by_area": "ha_1, o21ai_0, buf_4, nor2_1, a21oi_1",
        "synth_cell_types": 46,
        "synth.avg_cell_area_um2": 6.56,
    },
    "final_layout": {
        "fin_util_pct": 25.9,
        "layout-drive-gt1-share_pct": 33.2,
        "ff_count": 0,
        "n_clock_buffer": 0,
        "regArea_um2": 0,
        "synthToLayoutAreaGrowth_pct": 66.4,
        "n_fill_cell": 774,
        "final_cells": 316,
        "combGateArea_um2": 1030,
    },
    "die": {
        "die_h_um": 105,
        "chipArea_um2": 11000,
        "initCoreUtil_pct": 15.6,
        "row_count": 30,
        "coreArea_um2": 6910,
        "fp.dieW_um": 105,
        "io_pins": 23,
    },
    "global_routing": {
        "grt_max_degree": 14,
        "grt_pass1_wl_um": 6470,
        "antenna_found_initial": 0,
        "track_usage_pct": 6.59,
        "overflow": 0,
        "grt_pass1_vias": 1358,
    },
    "timing": {
        "relSlewSlack_pct": 71.9,
        "fmax_ghz": 0.288,
        "rsz0062_at_grt": "true",
        "finalHoldViolations": 0,
        "max_slew.worst_pin.slew_ns": 0.418,
        "holdWs_ns": 2.04,
        "finalClockPeriodUsage_pct": 99.1,
        "slew_violations": 0,
        "final.setup.worst_slack_ns": 0.0306,
        "fin_crit_ns": 3.47,
        "setup_viol": 0,
    },
    "critical_path": {
        "crit_fanout": 10,
        "cp_data_arrival_time_ns": 2.77,
        "endpoint_kind": "output port",
        "crit_start": "datain[4]",
        "worst_setup_path_start_kind": "primary input",
        "critPathKind": "primary input to output port",
        "cp.required_ns": 2.80,
    },
    "min_path": {
        "min_path_type": "primary input to output port",
        "worstHoldStart": "datain[2]",
    },
    "routing": {
        "viasPerCell": 4.51,
        "drtIter0Drc": 99,
        "route.vias.total": 1426,
        "firstDrtPassIters": 4,
        "routed_wl_um": 3780,
        "route.detailed.drc": 0,
        "route.antenna.remaining_nets": 0,
        "diodes": 0,
        "wire_per_inst_um": 11.9,
    },
    "placed_design": {
        "io_buffers": 23,
        "hpwl_um": 3070,
        "place_inst": 314,
        "dp_slack_ns": -0.455,
        "gp_congestion": 0.868,
    },
    "power_and_ir_drop": {
        "p_leak_nw": 0.766,
        "sw_frac_of_total_pct": 45.1,
        "combPwrFrac_pct": 100.0,
        "worst_ir_drop_vdd_uv": 74.4,
        "power_density_nw_per_um2": 140,
        "switchingPower_w": 0.000113,
        "clkPwrFrac_pct": 0,
        "seqPwrFrac_pct": 0,
        "internal_power_w": 0.000137,
    },
    "job": {
        "tool_warnings": 42,
        "drv_cap": 0,
    },
    "run_status": {
        "outcome": "completed",
    },
}
==> synth_stat cells, types with 2 or more instances <==
cell type and instances:
buf_4 10, nor3_1 4, nand4_1 3, a31oi_1 4, a311oi_1 2, nor2_1 17, inv_1 10, a222oi_1 2
o21ai_0 20, o21a_1 3, nor4_1 3, ha_1 14, nand2_1 7, a22oi_1 5, and2_1 2, a221oi_1 3
o22ai_1 4, mux2i_1 3, and3_1 3, clkbuf_1 6, nand3_1 3, a21oi_1 12
==> through the flow <==
stage,power (W),area [um2],setup TNS (ns)
6_report,0.000250,1790,0
5_1_grt,0.000277,1790,-0.127
4_1_cts,0.000248,1760,0
3_5_place_dp,0.000235,1680,-3.36
3_3_place_gp,0.000236,1680,-3.18
2_1_floorplan,0.000122,1080,0
==> final cells by class <==
class | count | share of cell area [%]
inverters | 11 | 2.31
multi-input cells | 137 | 57.3
well taps | 96 | 6.71
repair buffers | 72 | 33.7
==> power by group through the flow <==
stage     clock, W  sequential (W)  combinational, W
4_1_cts          0               0          0.000248
5_1_grt          0               0          0.000277
6_report         0               0          0.000250
==> layer usage <==
metal,global-route usage (%),vias to the layer above,wire length (um)
li1,-,734,-
met1,9.60,656,1960
met2,10.5,32,1610
met3,0.683,4,157
met4,0.588,0,46
met5,0,-,0
==> what timing repair did <==
action	CTS	global route
setup buffers	1	1
pin swaps	7	5
hold buffers	0	0
setup endpoints to repair	10	7
gates resized	24	10
==> placed cells by master, fill, tap and decap left out, types with 5 or more instances in the layout <==
cell type / n
o21ai_1: 5
o21ai_0: 15
inv_1: 6
ha_1: 10
a21oi_1: 11
nor2_1: 17
nand2_1: 6
buf_4: 48
dlygate4sd2_1: 7
clkdlybuf4s50_1: 12
==> critical path: stages <==
cell and delay, ns:
clkdlybuf4s50_1 0.49, buf_4 0.19, buf_4 0.14, nor3b_2 0.04
a31oi_1 0.20, o221ai_2 0.18, o21a_1 0.21, a21oi_1 0.13
clkdlybuf4s50_1 0.49
==> path summary, 6_finish.rpt <==
check / cells past startpoint / slack, ns / end
setup / recovery: 9 / 0.03 / dataout[1]
hold / removal: 4 / 2.04 / dataout[2]
==> cells by family (layout without fill, tap and decap cells) <==
kind of cell,count (synthesis),after routing,share of synthesized area [%]
multiplexers,3,3,2.79
buffers and inverters,27,83,12.9
XOR/XNOR,1,1,0.814
AND/OR/NAND/NOR,55,55,28.3
AND-OR/OR-AND,64,64,39.0
adder cells (fa/ha/maj),14,14,16.3
Power figures rest on the tool's default switching activity, not on a simulated workload.
